==> ./design.v <==
`timescale 1ns / 1ps
module output_logic(
    input MCLK,
    input CLOCK,
    input HGREEN,
    input HLEFT,
    input HYELLOW,
    input HRED,
    input FLEFT,
    input FYELLOW,
    input FRED,
    input HS,
    input FS,
    output [7:0] LED,
    output reg [3:0] ANODE,
    output reg [7:0] SEG
    );
    wire SCLK;
    wire [1:0] iter;
    reg [17:0] counter = 18'd0;
    always @(posedge MCLK) begin
        counter <= counter + 1;
    end
    assign SCLK = counter[15];
    assign iter = counter[17:16];
    assign LED = {CLOCK, HRED, HYELLOW, HLEFT, HGREEN, FRED, FYELLOW, FLEFT};
    always @(posedge SCLK) begin
        case (iter)
            2'd0: begin
                ANODE <= 4'b1110;
                SEG <= (FS ? 8'b0111_0001 : 8'b1111_1111);
            end
            2'd1: begin
                ANODE <= 4'b1101;
                SEG <= (HS ? 8'b1001_0001 : 8'b1111_1111);
            end
            2'd2: begin
                ANODE <= 4'b1011;
                SEG <= 8'b1111_1111;
            end
            2'd3: begin
                ANODE <= 4'b0111;
                SEG <= 8'b1111_1111;
            end
            default: begin
                ANODE <= 4'b1111;
                SEG <= 8'b1111_1111;
            end
        endcase
    end
endmodule
==> ./run.sh <==
#!/bin/bash
# OpenROAD 26Q1-2900-gdf79404cd8, Yosys 0.63+post, stock flow scripts
make -C /OpenROAD-flow-scripts/flow DESIGN_CONFIG=/design/flow/config.mk WORK_HOME=/design/flow/orfs finish
==> ./config.mk <==
export PLATFORM = sky130hd
export DESIGN_NAME = output_logic
export DESIGN_NICKNAME = output_logic
export VERILOG_FILES = /design/flow/design.v
export SDC_FILE = /design/flow/constraint.sdc
export NUM_CORES = 4
export LEC_CHECK = 1
export CORE_AREA = 10 10 99 99
export DIE_AREA = 0 0 109 109
==> ./constraint.sdc <==
current_design output_logic

set clk_period 2.6
set clk_io_pct 0.2

create_clock -name clk0 -period $clk_period [get_ports {MCLK}]

set non_clock_inputs [all_inputs -no_clocks]
set_input_delay [expr $clk_period * $clk_io_pct] -clock clk0 $non_clock_inputs
set_output_delay [expr $clk_period * $clk_io_pct] -clock clk0 [all_outputs]
==> impl_metrics.yaml <==
# synthesis and place-and-route metrics
final_timing:
  finalClockPeriodUsage_pct: 52.3
  rsz0062_at_grt: "false"
  finalSetupViolations: 0
  unclocked_regs: 7
  untimed_endpoints: 17
  hold_viol: 0
  finClkSkew_ps: 1.16
  fin_tns_setup_ps: 0
  setup_ws_ps: 1240
  worst_hold_slack_ps: 459
  fmax_mhz: 735
  period_minus_slack_ps: 1360
  slew_viol_final: 0
floorplanning:
  dieArea_um2: 11900
  ios: 31
  die_h_um: 109
  die_w_um: 109
  core_area_um2: 7730
  placementRows: 32
  fp_util_pct: 12.7
cts:
  clockBufferDepth: 2
  clkLatencyLatePin_ps: 250
  htree_levels: 1
  root_buffer: "clkbuf_8"
  cts_buffers: 3
  holdBufCountCts: 0
  clkTransAtPathRegs_ps: 70
  cts_resized: 0
  cts_setup_buffers: 0
  cts_tree: "done"
global_routing:
  grt_pass1_wl_um: 2300
  grt.overflow.total: 0
  grt.total_usage_pct: 2.32
  grt_max_degree: 11
  grt_pass1_vias: 516
  antenna_found_initial: 0
hold_path:
  min_path_cells: 1
  hp-class: "register to register"
  min_to: "counter[4]$_DFF_P_"
  worstHoldStart: "counter[4]$_DFF_P_"
yosys:
  async_flop_share_pct: 0
  yosys-stat-cells: 93
  common_cells: "dfxtp_1, buf_4, xnor2_1, nand2_1"
  ys_sh_adder_pct: 1.28
  ys_chip_area_um2: 980
  synth_top_flop_cell: "dfxtp_1"
  edf_count: 0
  netlist.top_cell.by_area: "dfxtp_1"
  synth_warnings: 1
  ys_sh_xor_pct: 14.3
  most_common_cell: "dfxtp_1"
  area_leaders: "dfxtp_1, buf_4, xnor2_1"
  synth-simple-area-share_pct: 20.8
  yosysTopAreaCellShare_pct: 51.1
  ys_sh_mux_pct: 1.02
  ys_seq_share_pct: 51.1
  ys.flops: 25
  syn_area_per_cell_um2: 10.5
  syn-cell-area_um2: 980
  syn_inst: 93
  ys_sh_aoi_pct: 0
  synth.distinct_cells: 22
  ys_top_logic_family: "simple AND/OR/NAND/NOR gates"
route:
  routed_via_density: 2.81
  drtPass1Iterations: 4
  via_count: 556
  wl_per_cell_um: 6.90
  wl_met1_um: 648
  met3_length_um: 157
  drtAntennaViolNets: 0
  drt-initial-drc-count: 15
  insertedDiodeCount: 0
  wirelength_um: 1370
  top_layer_used: "met3"
  wl_met2_um: 561
  drc_errors: 0
setup_path:
  r2r-end: "counter[16]$_DFF_P_"
  critPathCaptureType: "register"
  crit_family: "flip-flops"
  reg2reg_depth: 4
  r2r-start: "counter[0]$_DFF_P_"
  crit_required_ps: 2730
  startpoint_type: "register"
  r2r_slack_ps: 1240
  crit_type: "register to register"
  crit_chain: "ha_1 -> and3_2 -> nand4_1 -> xnor2_1"
  path_buffers: 0
  crit_fanout: 5
  slowest_delay_ps: 440
  worstPathArrival_ps: 1490
  cp_slowest_cell: "dfxtp_1"
placement:
  routabilityCongestion: 0.701
  io_buffer_count: 12
  pre_cts_slack_ps: 1270
  dpl.hpwl_um: 1050
run:
  warning_count: 25
  max_cap_violations: 0
pwr:
  finalPower_w: 0.000504
  power.density_nw_per_um2: 425
  leakage_nw: 0.415
  ir_worst_vdd_mv: 0.195
final_layout:
  postLayoutCoreUtil_pct: 15.3
  area_delta_synth_final_pct: 20.9
  drive_gt1_share_pct: 12.5
  n_fill_cell: 846
outcome:
  outcome: "completed"
[area by class of cell]
cell class,instances,area [µm²],area share (%)
clock buffers,4,55.1,4.65
inverters,2,7.51,0.634
multi-input cells,53,374,31.6
flip-flops and latches,25,500,42.2
well taps,102,128,10.8
repair buffers,12,120,10.1
[cell families (layout without fill, tap and decap cells)]
| group | count (synthesis) | in the layout |
|---|---|---|
| other | 1 | 2 |
| DFF | 25 | 25 |
| muxes | 1 | 1 |
| buffers and inverters | 16 | 18 |
| adders and majority gates | 1 | 1 |
| xor gates and xnor gates | 16 | 16 |
| and+or+nand+nor | 33 | 33 |
[sequential cells by signal (all words and copies together), names as in the netlist]
name / count
counter: 18
ANODE: 4
SEG: 3
[report_power, final]
group / internal (W) / switching [W] / total, W
clock network: 0.000134 / 0.0000892 / 0.000223
logic: 0.00000342 / 0.00000132 / 0.00000474
registers: 0.000276 / 0 / 0.000276
total: 0.000413 / 0.0000905 / 0.000504
[metal layers]
metal / track usage (%) / vias up
met5: 0 / -
met4: 0.0942 / 0
met3: 1.37 / 0
met2: 3.43 / 12
met1: 3.03 / 254
li1: - / 290
[worst max-delay path by stage]
stage | start | cells past startpoint | end
global route | counter[0]$_DFF_P_ | 4 | counter[16]$_DFF_P_
CTS | counter[0]$_DFF_P_ | 4 | counter[16]$_DFF_P_
finish | counter[0]$_DFF_P_ | 4 | counter[16]$_DFF_P_
[cells in the final DEF, fill, tap and decap left out]
cell,instances
nand4_1,2
inv_1,2
mux2i_1,1
or2_2,1
nand2b_1,2
and3_2,3
and4_1,1
nand2_1,8
xor2_1,6
xnor2_1,10
nor2_1,4
and4_4,1
nand4_4,1
dfxtp_1,25
nand3_1,6
nand3b_1,1
ha_1,1
nor3_2,2
clkdlybuf4s50_1,12
and2_1,1
clkbuf_8,4
conb_1,2
[per-stage QoR]
step | std cells | area [µm²]
after global routing | 198 | 1180
final | 198 | 1180
after floorplan | 94 | 983
after CTS | 198 | 1180
after detailed placement | 194 | 1130
after global placement | 194 | 1130
Power figures rest on the tool's default switching activity, not on a simulated workload.
