## ./design.v

```verilog
`timescale 1ns / 1ps
module make_clk(
    input MCLK,
    input RESET_IN,
    output reg CLOCK,
    output RESET_OUT
    );
    reg [26:0] counter;
    always @(posedge MCLK) begin
        if (RESET_IN) begin
            counter <= 27'd0;
            CLOCK <= 1'b0;
        end
        else begin
            if (counter == 27'd124999999) begin
                counter <= 27'd0;     
                CLOCK <= ~CLOCK;     
            end
            else begin
                counter <= counter + 1;
            end
        end
    end
    assign RESET_OUT = RESET_IN;
endmodule
```

## ./run.sh

```bash
#!/bin/bash
# OpenROAD 26Q1-2900-gdf79404cd8, Yosys 0.63+post, stock flow scripts
make -C /OpenROAD-flow-scripts/flow DESIGN_CONFIG=/design/flow/config.mk WORK_HOME=/design/flow/orfs finish
```

## ./config.mk

```make
export PLATFORM = sky130hd
export DESIGN_NAME = make_clk
export DESIGN_NICKNAME = make_clk
export VERILOG_FILES = /design/flow/design.v
export SDC_FILE = /design/flow/constraint.sdc
export NUM_CORES = 4
export LEC_CHECK = 1
export CORE_AREA = 10 10 113 113
export DIE_AREA = 0 0 123 123
```

## ./constraint.sdc

```tcl
current_design make_clk

set clk_period 3.5
set clk_io_pct 0.2

create_clock -name clk0 -period $clk_period [get_ports {MCLK}]

set non_clock_inputs [all_inputs -no_clocks]
set_input_delay [expr $clk_period * $clk_io_pct] -clock clk0 $non_clock_inputs
set_output_delay [expr $clk_period * $clk_io_pct] -clock clk0 [all_outputs]
```

==> qor.csv <==
stage,metric,value,unit
status,run_status,completed,
critical_path,timing_worst_setup_path_type,in2out,
placed_design,port_buffers,3,
global_route,grt_max_usage_layer,met2,
cts,cts_tree,built,
min_path,worst_hold_depth,1,
cts,clock_tree.buffer_depth,2,
critical_path,critical_path.max_fanout,3,
yosys,synth_flop_count,28,
yosys,yosysTopAreaCellShare,42.3,%
finish,layout_top_cells_excl_fill_tap,"sky130_fd_sc_hd__dfxtp_1 (28), sky130_fd_sc_hd__nor2_1 (19), sky130_fd_sc_hd__xnor2_1 (11)",
job,cap_viol_max_count,0,
cts,hold_buffers,0,
yosys,synth-adder-area-share,0.943,%
cts,cts_num_sinks,28,
critical_path,cp_cell_sequence,clkdlybuf4s50_1 -> clkdlybuf4s50_1,
yosys,synth_sequential_area_ratio,42.3,%
yosys,yosys_stat_cell_total,152,
floorplanning,die-height,123,um
global_route,grt_max_degree,28,
finish,layout.cells.most_common,sky130_fd_sc_hd__dfxtp_1,
critical_path,critical_path_cell_count,2,
critical_path,critPathBufInv,2,
cts,cts-resized-gates,0,
yosys,yosys.stat.chipArea,1330,um2
final_timing,finalCritPeriodShare,68.0,%
critical_path,crit_path_end_kind,output pin,
detailed_routing,detailroute.via_count,1058,
final_timing,post-route-worst-setup-slack,1120,ps
yosys,ys_top_logic_family,simple AND/OR/NAND/NOR gates,
floorplanning,full_die_area,15100,um2
critical_path,timing.critical_path.required,2800,ps
detailed_routing,drc_errors,0,
final_timing,max_freq,420,MHz
detailed_routing,detailedRoute.firstPassIterationCount,4,
yosys,synth_top_cell_by_area,sky130_fd_sc_hd__dfxtp_1,
critical_path,critPathTopFamily,buffers and inverters,
cts,cts_root_buf,sky130_fd_sc_hd__clkbuf_8,
global_route,global_route.usage.met3,1.16,%
yosys,number_of_enable_type_register_cells_in_the_synthesized_netlist,0,
detailed_routing,n_antenna_cell,0,
yosys,yosys.cell_types.count,30,
floorplanning,die_width,123,um
floorplanning,placementRows,37,
global_route,global_route.usage.met2,4.95,%
cts,ctsHtreeMaxLevel,1,
final_timing,max-slew-margin-rel,76.9,%
final_timing,fin_skew,8.34,ps
floorplanning,core,10300,um2
critical_path,worstPathArrival,1680,ps
placed_design,dp.final_hpwl,1.74,mm
placed_design,dp_slack,1130,ps
cts,tritoncts.num_buffers,3,
yosys,netlist_top_cells_area,"sky130_fd_sc_hd__dfxtp_1 (42%), sky130_fd_sc_hd__xnor2_1 (7.3%), sky130_fd_sc_hd__nor2_1 (5.4%)",
critical_path,critPathSlowestCell,sky130_fd_sc_hd__clkdlybuf4s50_1,
pwr,power.density,380,nW/um2
global_route,grt-ovfl-total,0,
final_timing,timing_hold_violations_final,0,
final_timing,timing.final.max_slew_violations,0,
yosys,synth-async-reset-ratio,0,%
finish,area_growth_syn_to_layout,17.5,%
floorplanning,floorplanUtilization,12.8,%
global_route,globalRouteTotalUtil,3.34,%
finish,post_route_cells_drive_above_1_share,7.19,%
yosys,total_number_of_yosys_warnings,1,
placed_design,gp_congestion,0.795,
yosys,synth.cellmix.simpleShare,31.9,%
detailed_routing,drt_iter0_drc,86,
final_timing,final_period_minus_worst_setup_slack,2380,ps
yosys,synth-compound-area-share,10.6,%
detailed_routing,routed_wire_length_per_instance,8.50,um
detailed_routing,drt_wl_total,2.46,mm
yosys,mappedNetlistArea,1330,um2
min_path,hold_path_class,reg2reg,
floorplanning,top_level_ports,4,
final_timing,final-setup-viol-count,0,
yosys,post_synth_inst_count,152,
cts,clk_transition_reported_paths,100,ps
critical_path,max_stage_delay,500,ps
yosys,ys_sh_xor,9.91,%
yosys,synth_top_flop_cell,sky130_fd_sc_hd__dfxtp_1,
yosys,synth_area_per_cell,8.73,um2
critical_path,crit_path_frequent_cell,sky130_fd_sc_hd__clkdlybuf4s50_1,
cts,cts.repair_timing.setup_buffer_count,0,
detailed_routing,detail_route.vias_per_cell,3.66,
global_route,use_met1,4.70,%
global_route,number_of_global_route_vias_before_repair,964,
critical_path,crit_path_start_kind,input port,
detailed_routing,route.antenna.remaining_nets,0,
final_timing,totalNegativeSetupSlack,0,ps
final_timing,worst-slew-pin-transition,344,ps
yosys,muxShareOfSynthArea,0,%
pwr,ir_worst_vdd,0.193,mV
global_route,grt_first_pass_wirelength,4.33,mm
job,tool_warnings,25,
critical_path,worst_reg_to_reg_cells,5,
global_route,antenna_found_initial,0,
cts,clkLatencyLatePin,270,ps
final_timing,rsz0062_at_grt,no,
pwr,cellLeakagePower,0.000427,uW
sequential cells by signal, summed over array words and instances (netlist names):
| register | flops |
|---|---|
| counter | 27 |
| CLOCK | 1 |
layer usage:
metal  part of all wire [%]  vias to the layer above
li1                       -                      552
met4                   0.73                        0
met3                    5.2                        2
met2                     41                        8
met1                     53                      496
met5                      0                        -
per-stage QoR:
step | hold WS [ps] | utilization, % | power, uW | instances | instance area (um2)
2_1_floorplan | 426 | - | 343 | 152 | 1330
3_3_place_gp | 441 | 14.4 | 346 | 285 | 1490
3_5_place_dp | 456 | 14.4 | 347 | 285 | 1490
4_1_cts | 476 | 15.1 | 602 | 289 | 1560
5_1_grt | 492 | 15.1 | 615 | 289 | 1560
6_report | 473 | 15.1 | 593 | 289 | 1560
power breakdown:
group          switching, uW  leakage, uW  internal (uW)  total [uW]
clock                    101    0.0000357            153         254
combinational           8.35     0.000165           6.16        14.5
sequential              3.02     0.000226            321         324
total                    112     0.000427            481         593
worst paths after layout:
kind / startpoint / endpoint / slack [ps]
worst min-delay path: counter[0]$_SDFF_PP0_ / counter[0]$_SDFF_PP0_ / 470
worst min register to register: counter[0]$_SDFF_PP0_ / counter[0]$_SDFF_PP0_ / 470
worst max register to register: counter[0]$_SDFF_PP0_ / counter[26]$_SDFF_PP0_ / 1450
worst max-delay path: RESET_IN / RESET_OUT / 1120
final cells by class:
type / instances / area (um2)
fillers: 1149 / 8770
multi-input cells: 114 / 707
flip-flops and latches: 28 / 561
well taps: 136 / 170
clock buffers: 3 / 41.3
repair buffers: 4 / 37.5
clock inverters: 1 / 30.0
inverters: 3 / 11.3
synthesized netlist by cell type (2+ instances only):
library cell	n
sky130_fd_sc_hd__nand4_2	2
sky130_fd_sc_hd__o21ai_0	5
sky130_fd_sc_hd__nand4_1	8
sky130_fd_sc_hd__o31ai_1	6
sky130_fd_sc_hd__buf_2	2
sky130_fd_sc_hd__buf_4	3
sky130_fd_sc_hd__or3_1	5
sky130_fd_sc_hd__xnor2_1	11
sky130_fd_sc_hd__nor3_1	3
sky130_fd_sc_hd__nand3_1	8
sky130_fd_sc_hd__nor2_1	19
sky130_fd_sc_hd__nor4_1	5
sky130_fd_sc_hd__xor2_1	4
sky130_fd_sc_hd__a21oi_1	10
sky130_fd_sc_hd__dfxtp_1	28
sky130_fd_sc_hd__or4_1	7
sky130_fd_sc_hd__and3_1	2
sky130_fd_sc_hd__nand2_1	10
sky130_fd_sc_hd__inv_1	3
cells by family (layout without fill, tap and decap cells):
family,after synthesis,in the layout
simple gates,75,75
compound gates,23,23
flops,28,28
xor+xnor,15,15
fa+ha+maj,1,1
buf+inv,10,11
No activity file was given, so power comes from the tool's default toggle rates.
